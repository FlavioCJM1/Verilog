File: run.sh
#!/bin/bash
# OpenROAD 26Q1-2900-gdf79404cd8, Yosys 0.63+post, stock flow scripts
make -C /OpenROAD-flow-scripts/flow DESIGN_CONFIG=/design/flow/config.mk WORK_HOME=/design/flow/orfs finish
File: config.mk
export PLATFORM = sky130hd
export DESIGN_NAME = docodificador
export DESIGN_NICKNAME = docodificador
export VERILOG_FILES = /design/flow/design.v
export SDC_FILE = /design/flow/constraint.sdc
export NUM_CORES = 4
export LEC_CHECK = 1
export CORE_AREA = 10 10 70 70
export DIE_AREA = 0 0 80 80
File: constraint.sdc
current_design docodificador

set clk_period 1.6
set clk_io_pct 0.2

create_clock -name clk0 -period $clk_period

set non_clock_inputs [all_inputs -no_clocks]
set_input_delay [expr $clk_period * $clk_io_pct] -clock clk0 $non_clock_inputs
set_output_delay [expr $clk_period * $clk_io_pct] -clock clk0 [all_outputs]
File: design.v
module docodificador(
input [3:0]display,
output reg [6:0]salida
);
always @(*)
begin 
case (display)
4'b0000:salida=7'b1000000;
4'b0001:salida=7'b1111001;
4'b0010:salida=7'b0100100;
4'b0011:salida=7'b0110000;
4'b0100:salida=7'b0011001;
4'b0101:salida=7'b0010010;
4'b0110:salida=7'b0000010;
4'b0111:salida=7'b0111000;
4'b1000:salida=7'b0000000;
4'b1001:salida=7'b0011000;
4'b1010:salida=7'b1000000;
4'b1011:salida=7'b1100000;
4'b1100:salida=7'b0110001;
4'b1101:salida=7'b1000010;
4'b1110:salida=7'b0110000;
4'b1111:salida=7'b0111000;
default:salida=7'b1111111;
endcase
end
endmodule
==> impl_metrics.ini <==
; physical design summary
[floorplanning]
num_rows = 21
core-area_um2 = 3416
die-area_um2 = 6400
chipWidth_um = 80
fp.dieH_um = 80
fp_util_pct = 6.667
io_pins = 11

[worst_setup_path]
worstPathArrival_ns = 1.28
critPathBufInv = 3
cp_slowest_stage_delay_ns = 0.45
cp_cell_sequence = buf_8, buf_6, ha_4, mux4_2, buf_2
start_kind = input port
critical-path-top-delay-family = multiplexers
end_kind = output pin
path_max_fanout = 4
worstSetupPathType = in -> out
critPathSlowestCell = mux4_2
crit_required_ns = 1.28

[run]
maxCapViolations = 0
warnings = 39

[global_route]
grt_pass1_wl_um = 1462
antenna_found_initial = 0
grt_pass1_vias = 305
grt_max_degree = 8
grt_usage_pct = 2.732
overflow = 0

[route]
drcViolationCount = 0
vias = 285
via_per_inst = 2.938
first_pass_iters = 2
wl_per_cell_um = 8.660
antenna_left = 0
drt_iter0_markers = 2
finalWirelength_um = 840
n_antenna_cell = 0

[placement]
io_buffers = 11
dp_hpwl_um = 600.3
gp_congestion = 0.7506
place_area_um2 = 435.4
dp_cells = 91

[power_and_ir_drop]
peakVddDrop_mv = 0.04242
powerDensity_nw_per_um2 = 219.0
p_leak_nw = 0.2352
power_mw = 0.1192

[clock_tree]
hold_buffers = 0

[sta]
final_max_slew_viol_count = 0
slew_headroom_pct = 83.92
setup_viol = 0
timing.setup.tns_ns = 0
grt_setup_unrepaired = yes
fmax_mhz = 626.7
hold_violations = 0
worst_pin_slew_ns = 0.2374
final.min_clock_period_ns = 1.596
fin_crit_sh_pct = 99.73

[synth]
topCellsByArea = ha_1 33%, mux4_2 9.9%, inv_1 6.6%
top_cell = ha_1
ys_warn_count = 1
netlist_instances = 29
avgSynthCellArea_um2 = 7.852
netlist.area_leader.share_pct = 32.97
synthDistinctLibCells = 17
synth_seq_share_pct = 0
synth_top_cell_by_area = ha_1
yosys-top-cells-count = 6 x ha_1, 4 x inv_1, 3 x nor2_1, 2 x a21oi_1, 2 x nand3_1
ys_area_um2 = 227.7
netlist_area_um2 = 227.7
ys_cells = 29

[cells_and_area]
drive_gt1_share_pct = 68.63
fillers = 381
synthToLayoutAreaGrowth_pct = 139.0
fin_area_um2 = 544.3
seq_cells = 0
clkbuf_count = 0
seq_area_um2 = 0
layoutNonFillerInstCount = 97
comb_area_um2 = 271.5

[hold_path]
hold_class = in -> out

[status]
status = complete, no violations
[where the power goes]
part	total, mW	switching, mW	internal [mW]
registers	0	0	0
logic	0.119	0.0522	0.0670
clock network	0	0	0
total	0.119	0.0522	0.0670
[through the flow]
| stage | hold WS [ns] | setup slack [ns] | utilization (%) |
|---|---|---|---|
| 3_3_place_gp | 1.734 | -0.7444 | 12.75 |
| 2_1_floorplan | 0.6962 | 0.2713 | - |
| 5_1_grt | 1.132 | -0.02908 | 15.93 |
| 6_report | 1.092 | 0.004260 | 15.93 |
| 3_5_place_dp | 1.735 | -0.7709 | 12.75 |
| 4_1_cts | 1.097 | -0.03175 | 14.62 |
[tightest hold or removal path, delay by kind of cell]
kind	cells	cell delay [ns]
buffers and inverters	3	0.31
AOI/OAI and AO/OA	1	0.08
and+or+nand+nor	1	0.06
[cell type report]
| cell class | instances | share of cell area (%) |
|---|---|---|
| multi-input combinational | 23 | 49.88 |
| timing repair buffer | 24 | 35.86 |
| tap | 46 | 10.57 |
| inverter | 4 | 3.678 |
[what timing repair did]
action / CTS / global route
gates resized: 44 / 13
pin swaps: 3 / 3
cloned: 1 / 0
setup buffers: 5 / 0
endpoints found under the setup margin: 7 / 3
[placed cells by master, fill, tap and decap left out, types with 2 or more instances in the layout]
master	netlist	final
a21oi_2	0	2
buf_2	1	5
buf_4	1	9
buf_6	0	5
dlygate4sd2_1	0	3
ha_1	6	2
ha_4	0	4
inv_4	0	2
nand3_1	2	2
nor2_1	3	2
[routing by layer]
layer | track usage, % | vias to the layer above | wire length (um)
met5 | 0 | - | 0
met4 | 0 | 0 | 0
met3 | 2.159 | 0 | 178
met2 | 2.970 | 11 | 231
met1 | 4.120 | 127 | 429
li1 | - | 147 | -
[kinds of logic after synthesis]
family,count (synthesis),share of synthesized area (%)
and+or+nand+nor,8,17.03
AOI/OAI and AO/OA,6,19.78
xor gates and xnor gates,1,3.847
adders and majority gates,6,32.97
muxes,2,14.29
buffers and inverters,6,12.09
[final timing paths]
kind,startpoint,to,slack (ns),depth (start not counted)
min,display[1],salida[5],1.09,5
max,display[0],salida[4],0.004,5
Power figures rest on the tool's default switching activity, not on a simulated workload.
