<file path="./run.sh">
#!/bin/bash
# OpenROAD 26Q1-2900-gdf79404cd8, Yosys 0.63+post, stock flow scripts
make -C /OpenROAD-flow-scripts/flow DESIGN_CONFIG=/design/flow/config.mk WORK_HOME=/design/flow/orfs finish
</file>
<file path="./config.mk">
export PLATFORM = sky130hd
export DESIGN_NAME = divisor
export DESIGN_NICKNAME = divisor
export VERILOG_FILES = /design/flow/design.v
export SDC_FILE = /design/flow/constraint.sdc
export NUM_CORES = 4
export LEC_CHECK = 1
export CORE_AREA = 10 10 97 97
export DIE_AREA = 0 0 107 107
</file>
<file path="./constraint.sdc">
current_design divisor

set clk_period 6.2
set clk_io_pct 0.2

create_clock -name clk0 -period $clk_period [get_ports {clk}]

set non_clock_inputs [all_inputs -no_clocks]
set_input_delay [expr $clk_period * $clk_io_pct] -clock clk0 $non_clock_inputs
set_output_delay [expr $clk_period * $clk_io_pct] -clock clk0 [all_outputs]
</file>
<file path="./design.v">
module divisor (
    input clk, rst,   
    output reg clk_n    
);
parameter contador = 250_000;   
localparam N = $clog2(contador-1);
reg [N-1:0] cuenta;    
always @(posedge clk) begin 
	if  (rst==1)
	cuenta=0;
	else
    cuenta = cuenta + 1;
        if(cuenta == contador)
            begin
            clk_n = ~clk_n;
            cuenta = 0;
            end
        end
		  endmodule
</file>
==> impl_metrics.csv <==
group,metric,value,unit
power,power_frac_clock,38.8,%
critical_path,path_class,"in2reg",
synthesis,syn_area_per_cell,8.182,µm²
timing,hold_violations,0,
final_layout,fin_util,17.69,%
critical_path,cp-start-kind,"primary input",
clock_tree,cts_hold_repair.buffers,0,
placed_design,io_buffers,2,
synthesis,yosys-stat-cells,141,
routing,final_antenna_net_count,0,
die,die_height,107,µm
routing,post-route-drc-count,0,
synthesis,async_flop_share,0,%
final_layout,layout_cells_sized_above_1,7.353,%
global_route,grt_start_max_net_pins,23,
synthesis,synth.cellmix.simpleShare,34.92,%
synthesis,yosys-top-cells-count,"dfxtp_1, nor2_1, nor3_1, xnor2_1",
critical_path,cp.required,6.15,ns
critical_path,worst_setup_path_endpoint,"clk_n",
timing,tns,0,ns
synthesis,mappedNetlistArea,1154,µm²
die,floorplan.core_util,15.82,%
clock_tree,insertion_delay,0.26,ns
worst_hold_path,worst_hold_check_path_type,"reg2reg",
die,row_count,31,
clock_tree,cts-resized-gates,0,
global_route,global_route_wire_length_before_repair,3843,µm
die,design.core.area,7292,µm²
critical_path,worstSetupStartpoint,"rst",
synthesis,synth.yosys.seq_area_share,33.84,%
synthesis,compound_area_share,10.52,%
placed_design,dp_hpwl,1603,µm
power,netSwitchingPower,50.60,µW
placed_design,dpl.cell_count,231,
timing,tightestPinTransition,0.8210,ns
synthesis,fa_ha_area_share,1.085,%
power,power.share.switching,22.67,%
synthesis,count_of_state_elements_after_synthesis,19,
synthesis,yosysWarningCount,1,
synthesis,yosys-mux-area-fraction,3.579,%
power,power.share.sequential,57.2,%
clock_tree,cts.sink_count,19,
synthesis,top_area_share,31.24,%
die,die_area,11450,µm²
synthesis,synth_xor_xnor_area_share,9.111,%
placed_design,gp_congestion,0.7948,
clock_tree,clk_path_buf_depth,2,
routing,diodes,0,
routing,route.vias.total,930,
routing,route.final.wire_length,2221,µm
routing,drt-pass1-iter-count,4,
flow_run,tool_warnings,25,
timing,hold_slack,0.5252,ns
global_route,grt_antenna_before_repair,0,
synthesis,topCellsByArea,"dfxtp_1, xnor2_1, nor2_1, nor3_1, buf_2",
die,die_w,107,µm
timing,finalClockPeriodUsage,56.04,%
power,power.combinational.fraction,4.0,%
final_layout,fillers,844,
global_route,met1_usage,5.937,%
global_route,use_met2,5.487,%
critical_path,worstSetupEndpointType,"flip-flop",
timing,finalWorstPathRequiredPeriod,3.474,ns
die,num_io_pins,3,
final_layout,layout.cell_area.non_filler,1290,µm²
timing,finalMaxSlewViolations,0,
routing,routed_wire_length_per_instance,9.451,µm
synthesis,yosys-stat-area,1154,µm²
final_layout,area.growth.synth_to_final,11.82,%
timing,setup_repair_after_global_routing_missed_its_margin,"false",
synthesis,yosys.cell_types.count,39,
clock_tree,tritoncts,"built",
clock_tree,htree_num_levels,1,
power,cell_internal_pwr,172.6,µW
synthesis,synth_top_flop_cell,"dfxtp_1",
critical_path,worstPathArrival,3.42,ns
synthesis,yosysTopAreaCell,"dfxtp_1",
synthesis,netlist_instances,141,
routing,first_iter_violations,36,
routing,detail_route.vias_per_cell,3.957,
timing,achievable-frequency,287.8,MHz
timing,clock_skew,0.005641,ns
critical_path,reg2regPathDepth,6,
synthesis,logic_family,"simple AND/OR/NAND/NOR gates",
timing,slew-limit-headroom,45.10,%
global_route,grt_use_met3,0.6671,%
critical_path,r2r-end,"clk_n",
critical_path,r2r_slack,3.52,ns
flow_run,maxCapViolations,0,
clock_tree,clock_slew_at_reported_path_ffs,0.08,ns
final_layout,count_of_non_filler_cells_in_the_finished_layout,235,
placed_design,placedInstanceArea,1244,µm²
power,irDropWorstVdd,74.21,µV
critical_path,timing.rr.start,"cuenta[0]",
clock_tree,cts_made_buffers,3,
global_route,grt.total_usage,3.807,%
power,power_density,173.1,nW/µm²
critical_path,critical_path.max_fanout,22,
global_route,grt_remaining_overflow,0,
synthesis,edf_count,1,
clock_tree,post_cts_buffers,0,
status,run_status,"finished clean",
global_route,globalRoute.busiestLayer,"met1",
power,static-leakage-power,0.0003772,µW
clock_tree,root_buffer,"clkbuf_8",
global_route,grt_pass1_vias,857,
timing,finalSetupViolCount,0,
## per-layer routing
layer / share of wire (%) / wire length [µm]
met2: 42 / 938
met4: 0 / 0
met1: 55 / 1214
met3: 3.1 / 69
met5: 0 / 0
## stage by stage
stage	worst slack [ns]	total power, µW
finish	2.726	223.2
global route	2.542	232.1
CTS	2.719	225.5
detailed placement	2.460	139.3
global placement	2.512	139.2
floorplan	3.711	137.0
## registers in the layout, summed over array words and instances, names as in the netlist
name,flops
clk_n,1
cuenta,18
## critical path: stages
cell	delay [ns]
clkdlybuf4s50_1	1.01
inv_1	0.18
a311oi_1	0.30
a311oi_1	0.08
nor3_1	0.23
and4b_1	0.39
## cells by family (layout without fill, tap and decap cells)
logic type                 Yosys count  in the layout
AOI/OAI and AO/OA                   17             17
xor gates and xnor gates            12             12
adders and majority gates            1              1
buffers and inverters               18             13
DFF                                 19             19
muxes                                4              4
and+or+nand+nor                     70             70
## worst min path at each step
stage     startpoint         to  slack (ns)  cells after the start
4_1_cts    cuenta[0]  cuenta[0]        0.54                      1
5_1_grt    cuenta[0]  cuenta[0]        0.57                      1
6_report   cuenta[0]  cuenta[0]        0.53                      1
## cell type report
cell class	instances	area, µm²	area share [%]
multi-input combinational	104	683.2	52.96
sequential	19	390.4	30.26
tap	99	123.9	9.602
clock buffer	3	41.29	3.201
inverter	7	26.28	2.037
timing repair buffer	2	20.02	1.552
clock inverter	1	5.005	0.3880
## cell usage in the layout (no fill, tap or decap), drive strengths merged
cell | netlist | final
and4 | 2 | 2
inv | 7 | 7
clkbuf | 1 | 3
and4b | 2 | 2
clkdlybuf4s50 | 0 | 2
mux2 | 1 | 1
a221oi | 1 | 1
o31a | 1 | 1
nand2 | 7 | 7
dfxtp | 18 | 18
nand2b | 5 | 5
nor2b | 4 | 4
edfxtp | 1 | 1
xor2 | 4 | 4
a31o | 1 | 1
nor4 | 6 | 6
or3 | 2 | 2
a31oi | 2 | 2
a21o | 1 | 1
nor2 | 18 | 18
o41a | 1 | 1
xnor2 | 8 | 8
o22ai | 1 | 1
mux2i | 3 | 3
a211oi | 2 | 2
a21oi | 3 | 3
nand4 | 7 | 7
o21ai | 2 | 2
nor4b | 1 | 1
a311oi | 2 | 2
nand3 | 7 | 7
nor3 | 9 | 9
ha | 1 | 1
clkinv | 0 | 1
## power by group through the flow
| stage | combinational, µW | sequential [µW] | clock (µW) |
|---|---|---|---|
| global route | 10.2 | 128 | 93.9 |
| CTS | 8.84 | 128 | 88.9 |
| finish | 8.83 | 128 | 86.7 |
Power and IR drop assume default switching activity.
